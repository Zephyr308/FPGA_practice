`/design/flow/config.mk`:
```
export PLATFORM = sky130hd
export DESIGN_NAME = hazard_unit
export DESIGN_NICKNAME = hazard_unit
export VERILOG_FILES = /design/flow/design.v
export SDC_FILE = /design/flow/constraint.sdc
export NUM_CORES = 4
export LEC_CHECK = 1
export CORE_AREA = 10 10 70 70
export DIE_AREA = 0 0 80 80
```
`/design/flow/constraint.sdc`:
```
current_design hazard_unit

set clk_period 1.8
set clk_io_pct 0.2

create_clock -name clk0 -period $clk_period

set non_clock_inputs [all_inputs -no_clocks]
set_input_delay [expr $clk_period * $clk_io_pct] -clock clk0 $non_clock_inputs
set_output_delay [expr $clk_period * $clk_io_pct] -clock clk0 [all_outputs]
```
`/design/flow/design.v`:
```
module hazard_unit (
    input logic [4:0] rd0,
    input logic [4:0] rs1_1,
    input logic       regwrite0,
    output logic       hazard
);
    always_comb begin
        hazard = (regwrite0 && (rd0 != 0) && (rd0 == rs1_1));
    end
endmodule
```
`/design/flow/run.sh`:
```
#!/bin/bash
# OpenROAD 26Q1-2900-gdf79404cd8, Yosys 0.63+post, stock flow scripts
make -C /OpenROAD-flow-scripts/flow DESIGN_CONFIG=/design/flow/config.mk WORK_HOME=/design/flow/orfs finish
```
==> out/qor.json <==
{
  "netlist_instances": {"value": 10},
  "layout_worst_path_cycle_share": {"value": 0.933},
  "synth.cell_area": {"value": 76.3, "unit": "um^2"},
  "final.min_clock_period": {"value": 1680, "unit": "ps"},
  "grt_antenna_before_repair": {"value": 0},
  "synth.largest_area_cell": {"value": "sky130_fd_sc_hd__xor2_1"},
  "fp.coreArea": {"value": 0.00342, "unit": "mm^2"},
  "final_antenna_net_count": {"value": 0},
  "dr_total_vias": {"value": 115},
  "timing.hold.worst_path_depth": {"value": 5},
  "synth_stat.cells": {"value": 10},
  "post_drt_via_cell_ratio": {"value": 1.67},
  "ff_count": {"value": 0},
  "pwr-share-clk": {"value": 0},
  "antenna_cells": {"value": 0},
  "clock_buffer_count": {"value": 0},
  "tightest_slew": {"value": 205, "unit": "ps"},
  "routabilityCongestion": {"value": 0.766},
  "grt_setup_unrepaired": {"value": "no"},
  "grt_most_used_layer": {"value": "met1"},
  "drt_first_iter_violations": {"value": 0},
  "slew_violations": {"value": 0},
  "synthesis.area_per_instance": {"value": 7.63, "unit": "um^2"},
  "post_synth_num_cell_types": {"value": 8},
  "cts_setup_buffers": {"value": 0},
  "worst_ep_required_time": {"value": 1440, "unit": "ps"},
  "floorplan.die.width": {"value": 80, "unit": "um"},
  "register_share_of_total_power": {"value": 0},
  "worst_setup_path_start_kind": {"value": "input port"},
  "residual_drc": {"value": 0},
  "warnings": {"value": 32},
  "final_layout_size_suffix_gt1_frac": {"value": 0.174},
  "p_int": {"value": 0.0217, "unit": "mW"},
  "vdd_drop_max": {"value": 0.0111, "unit": "mV"},
  "place_worst_setup_slack": {"value": -361, "unit": "ps"},
  "seq_area_frac_synth": {"value": 0},
  "share_of_the_core_filled_by_cells_before_placement": {"value": 0.0223},
  "portBuffers": {"value": 12},
  "grt_first_pass_wirelength": {"value": 531, "unit": "um"},
  "finalHoldViolations": {"value": 0},
  "number_of_gates_resized_after_cts": {"value": 18},
  "timing.critical_path.to_type": {"value": "output port"},
  "top_area_frac": {"value": 0.344},
  "outcome": {"value": "finished, final reports clean"},
  "yosysWarningCount": {"value": 1},
  "hp-start": {"value": "rs1_1[4]"},
  "relSlewSlack": {"value": 0.863},
  "groute.layer.met2.usage": {"value": 0.0120},
  "drv.max_cap_violation_count": {"value": 0},
  "met3_usage": {"value": 0.00455},
  "groute.usage.overall": {"value": 0.00993},
  "yosys-stat-area": {"value": 76.3, "unit": "um^2"},
  "areaGrowthSynthToFinish": {"value": 226, "unit": "%"},
  "num_rows": {"value": 21},
  "grt-ovfl-total": {"value": 0},
  "finalSetupViolCount": {"value": 0},
  "post-layout-total-power": {"value": 0.0328, "unit": "mW"},
  "drt_pass1_iterations": {"value": 1},
  "final-seq-area": {"value": 0, "unit": "um^2"},
  "worst-setup-path-type": {"value": "in -> out"},
  "setup_ws": {"value": 120, "unit": "ps"},
  "path_max_fanout": {"value": 2},
  "cts.hold.buffers_added": {"value": 0},
  "boundaryPins": {"value": 12},
  "netlist_top_cells_area": {"value": "sky130_fd_sc_hd__xor2_1 (34%), sky130_fd_sc_hd__nor4_2 (16%), sky130_fd_sc_hd__and4_1 (11%), sky130_fd_sc_hd__xnor2_1 (11%), sky130_fd_sc_hd__or2_0 (8.2%)"},
  "critPathArrivalTime": {"value": 1320, "unit": "ps"},
  "first_global_vias": {"value": 107},
  "timing.hold.worst_endpoint": {"value": "hazard"},
  "die_area": {"value": 0.00640, "unit": "mm^2"},
  "groute.layer.met1.usage": {"value": 0.0158},
  "comb_power_share": {"value": 1.000},
  "cell_leakage_power": {"value": 0.0916, "unit": "nW"},
  "max_clock_freq": {"value": 595, "unit": "MHz"},
  "drt-wirelength-per-cell": {"value": 5.62, "unit": "um"},
  "netSwitchingFraction": {"value": 0.338},
  "top_cell": {"value": "sky130_fd_sc_hd__xor2_1"},
  "grt_max_degree": {"value": 3},
  "hold_slack": {"value": 1370, "unit": "ps"},
  "routed_wirelength": {"value": 388, "unit": "um"},
  "p_switching": {"value": 0.0111, "unit": "mW"},
  "cellPowerDensity": {"value": 132, "unit": "mW/mm^2"},
  "die.size.y": {"value": 80, "unit": "um"},
  "worstHoldPathType": {"value": "in -> out"}
}
==> worst max path at each step <==
stage	start	end	slack (ps)
after CTS	rd0[3]	hazard	110
after global routing	rd0[3]	hazard	40
final	rd0[3]	hazard	120
==> worst max-delay path: stages <==
cell                            delay [ps]
sky130_fd_sc_hd__buf_2                 110
sky130_fd_sc_hd__buf_4                 120
sky130_fd_sc_hd__nor4_2                260
sky130_fd_sc_hd__o21ai_1                80
sky130_fd_sc_hd__and4_1                160
sky130_fd_sc_hd__dlygate4sd2_1         230
==> layout make-up <==
class	count	area, um^2
well taps	46	57.6
fillers	414	3170
multi-input cells	10	76.3
repair buffers	13	115
==> power groups by stage <==
stage     registers (mW)  logic [mW]  clock network, mW
5_1_grt                0      0.0362                  0
6_report               0      0.0328                  0
4_1_cts                0      0.0333                  0
==> layer usage <==
metal | routed length, um | part of all wire | vias to the layer above
met4 | 0 | 0 | 0
li1 | - | - | 64
met5 | 0 | 0 | -
met2 | 109 | 0.28 | 10
met3 | 71 | 0.18 | 0
met1 | 206 | 0.53 | 41
==> cell usage in the layout, fill, tap and decap left out <==
cell,count
sky130_fd_sc_hd__dlygate4sd2_1,7
sky130_fd_sc_hd__o21ai_1,1
sky130_fd_sc_hd__nand2_1,1
sky130_fd_sc_hd__buf_2,1
sky130_fd_sc_hd__nor4_2,1
sky130_fd_sc_hd__xnor2_1,1
sky130_fd_sc_hd__nor3_1,1
sky130_fd_sc_hd__xor2_1,3
sky130_fd_sc_hd__clkdlybuf4s15_1,2
sky130_fd_sc_hd__clkdlybuf4s50_1,1
sky130_fd_sc_hd__or2_0,1
sky130_fd_sc_hd__clkdlybuf4s15_2,1
sky130_fd_sc_hd__and4_1,1
sky130_fd_sc_hd__buf_4,1
==> cell families after synthesis <==
group / Yosys count / synth area share
AND/OR/NAND/NOR: 5 / 0.475
XOR/XNOR: 4 / 0.459
AND-OR/OR-AND: 1 / 0.0655
==> metrics by stage <==
step	std cells	utilization	area [um^2]	TNS [ps]
after floorplan	10	-	76.3	0
after global placement	69	0.0766	262	-356
after detailed placement	69	0.0766	262	-361
after CTS	69	0.0729	249	0
after global routing	69	0.0729	249	0
final	69	0.0729	249	0
Power and IR drop assume default switching activity.
