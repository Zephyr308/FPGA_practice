[./config.mk]
export PLATFORM = sky130hd
export DESIGN_NAME = register_file
export DESIGN_NICKNAME = register_file
export VERILOG_FILES = /design/flow/design.v
export SDC_FILE = /design/flow/constraint.sdc
export NUM_CORES = 4
export LEC_CHECK = 1
export CORE_UTILIZATION = 50
[./constraint.sdc]
current_design register_file

set clk_period 11.4
set clk_io_pct 0.2

create_clock -name clk0 -period $clk_period [get_ports {clk}]

set non_clock_inputs [all_inputs -no_clocks]
set_input_delay [expr $clk_period * $clk_io_pct] -clock clk0 $non_clock_inputs
set_output_delay [expr $clk_period * $clk_io_pct] -clock clk0 [all_outputs]
[./design.v]
module register_file (
    input  logic clk,
    input  logic we0, we1,
    input  logic [4:0] waddr0, waddr1,
    input  logic [31:0] wdata0, wdata1,
    input  logic [4:0] raddr0a, raddr0b,
    input  logic [4:0] raddr1a, raddr1b,
    output logic [31:0] rdata0a, rdata0b,
    output logic [31:0] rdata1a, rdata1b
);
    logic [31:0] regs[31:0];
    assign rdata0a = regs[raddr0a];
    assign rdata0b = regs[raddr0b];
    assign rdata1a = regs[raddr1a];
    assign rdata1b = regs[raddr1b];
    always_ff @(posedge clk) begin
        if (we0 && waddr0 != 0)
            regs[waddr0] <= wdata0;
        if (we1 && waddr1 != 0)
            regs[waddr1] <= wdata1;
    end
endmodule
[./run.sh]
#!/bin/bash
# OpenROAD 26Q1-2900-gdf79404cd8, Yosys 0.63+post, stock flow scripts
make -C /OpenROAD-flow-scripts/flow DESIGN_CONFIG=/design/flow/config.mk WORK_HOME=/design/flow/orfs finish
==> qor.yml <==
power:
  power_density_mw_per_mm2: 118
  p_comb_frac: 0.190
  p_switching_mw: 3.01
  ir_worst_vdd_uv: 164
  seqPwrFrac: 0.421
  switching_share: 0.292
  internal-power_mw: 7.30
  clockPowerShare: 0.389
  p_leak_nw: 34.1
timing:
  slew_headroom: 0.259
  max_freq_mhz: 118
  hold_viol_final: 0
  slew_viol_final: 0
  fin_ws_ns: 2.90
  finalSetupViolCount: 0
  setup_tns_ns: 0
  min_period_ns: 8.50
  fin_crit_sh: 0.746
  worstMarginPinSlew_ns: 1.11
  grt_setup_unrepaired: "false"
place:
  io_buffer_count: 224
  hpwl_microns: 197000
  place_ws_ns: 3.17
  gp_congestion: 0.991
  place_inst: 8846
die:
  fp_util: 0.504
  core_sq_mm: 0.156
  placement_rows: 145
  chipWidth_microns: 399
  pin_count: 225
  dieArea_sq_mm: 0.159
  die_h_microns: 399
outcome:
  status: "finished, final reports clean"
logic_synthesis:
  yosys.area_share.xor_xnor: 0
  mux_area_frac: 0.402
  synth-simple-area-share: 0.0583
  yosysUniqueCellTypes: 35
  top_cell_area_share: 0.391
  synth-edff-count: 1024
  postSynthSeqShare: 0.391
  top_cells_by_count: "2048 x mux2i_1, 1024 x edfxtp_1, 756 x mux2_2"
  area_leaders: "edfxtp_1 39%, mux2i_1 26%, mux2_2 11%"
  netlist_instances: 7070
  yosysChipArea_sq_mm: 0.0787
  flop_cell: "edfxtp_1"
  adder_share: 0
  syn_area_sq_mm: 0.0787
  logic_family: "multiplexers"
  synth_flops: 1024
  ys_cells: 7070
  yosysWarnings: 1
  synthMostInstantiatedCell: "mux2i_1"
  synthAoiAreaFrac: 0.102
  synth_area_per_cell_sq_um: 11.1
  largest_area_cell: "edfxtp_1"
  postSynth.asyncResetShare: 0
critical_path:
  setup.worst_path.start_class: "input pin"
  crit_path_end: "rdata0a[29]"
  endpoint_kind: "output port"
  cpMaxStageDelayCell: "nor2b_4"
  critical_path_required_ns: 9.12
  startpoint: "raddr0a[2]"
  cp_max_fo: 30
  crit_arrival_ns: 6.22
  slowest_delay_ns: 0.83
  critPathKind: "input pin to output port"
  crit_chain: "clkdlybuf4s50_1 -> nor2b_4 -> buf_4 -> buf_4 -> a22o_1 -> nor3_1 -> a31oi_1 -> nand3_1 -> clkdlybuf4s50_1"
clock_network:
  clk_pin_slew_ns: 0.06
  clock_path_buffers: 3
  ctsResizeCount: 0
  cts-root-buf: "clkbuf_16"
  tritoncts: "yes"
  post_cts_buffers: 0
  hold_buffers: 0
  cts_htree_levels: 4
  cts_buffers: 131
  clkSinkCount: 1024
final_layout:
  seq_area_sq_mm: 0.0307
  syn_to_final_growth_pct: 10.6
  top_register: "regs"
  final_cells: 9089
  reg.largest.list: "regs x1024"
  logic_area_sq_mm: 0.0451
  drive_gt1_frac: 0.189
  fillers: 13128
  largest_reg_flops: 1024
global_route:
  antenna_found_initial: 10
  grt_max_degree: 80
  grt-ovfl-total: 0
  track_usage: 0.455
  grt_pass1_vias: 63862
  grt_pass1_wl_microns: 480000
detailed_routing:
  ant_nets: 0
  totalWireLength_microns: 345000
  wl_met2_microns: 139000
  dr.max_layer_used: "met5"
  route.detailed.drc: 0
  drt_first_pass_iters: 8
  via_per_inst: 7.09
  met3_wirelength_microns: 62000
  drtIter0Drc: 6364
  wl_met1_microns: 122000
  wl_per_cell_microns: 38.0
  vias: 64463
hold_path:
  hold_depth: 2
  hold_path_class: "input pin to register"
job:
  cap_violations: 0
  tool_warnings: 26
[cell usage in the layout, fill, tap and decap left out, drive strengths merged]
master	n
and2	4
nor2	22
o22ai	16
and3b	1
buf	297
or2	6
and3	1
bufinv	5
a22oi	384
mux2i	2048
conb	32
nand4	1
nand3	390
nor2b	11
nor3	129
o21ai	15
clkinv	59
a21oi	384
a31oi	128
diode	9
nor3b	4
nand2b	10
mux2	992
nand3b	4
or3b	1
inv	9
edfxtp	1024
clkdlybuf4s50	220
a22o	256
nand2	408
clkinvlp	1
clkbuf	160
[cells by family (layout without fill, tap and decap cells)]
logic type	after synthesis	after routing
mux	3040	3040
compound gates	1183	1183
flops	1024	1024
simple gates	992	992
buf+inv	830	751
other cells	1	41
[per-layer routing]
metal | global-route usage | vias up
met4 | 0.217 | 46
li1 | - | 27054
met3 | 0.311 | 1263
met5 | 0.0412 | -
met2 | 0.593 | 4924
met1 | 0.583 | 31176
[critical path: cells and delay by family]
family	cells	cell delay, ns
compound gates	2	0.58
buf+inv	4	2.14
simple gates	3	1.17
[area by class of cell]
type / count / area share
timing repair buffer: 517 / 0.0538
clock buffer: 160 / 0.0399
sequential: 1024 / 0.353
clock inverter: 74 / 0.00596
multi-input combinational: 5247 / 0.517
antenna: 9 / 0.000259
tap: 2058 / 0.0296
[how the worst min path moves through the flow]
stage	slack, ns	start	endpoint
global route	2.33	wdata0[1]	regs[0][1]
CTS	2.29	wdata0[6]	regs[0][6]
finish	2.33	wdata0[6]	regs[0][6]
[power groups by stage]
stage / Combinational [mW] / Clock (mW) / Sequential (mW)
after CTS: 1.89 / 4.03 / 4.34
after global routing: 2.02 / 4.17 / 4.35
final: 1.95 / 4.01 / 4.34
[metrics by stage]
| step | hold WS [ns] | power, mW | instance area, sq um | utilization |
|---|---|---|---|---|
| finish | 2.33 | 10.3 | 87100 | 0.557 |
| global route | 2.33 | 10.5 | 87100 | 0.557 |
| CTS | 2.29 | 10.3 | 87100 | 0.557 |
| detailed placement | 3.13 | 6.30 | 83100 | 0.532 |
| global placement | 3.12 | 6.28 | 83100 | 0.532 |
| floorplan | 2.45 | 5.54 | 78800 | - |
Power and IR drop assume default switching activity.
