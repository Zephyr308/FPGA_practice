## flow/config.mk

```make
export PLATFORM = sky130hd
export DESIGN_NAME = alu_datapath
export DESIGN_NICKNAME = alu_datapath
export VERILOG_FILES = /design/flow/design.v
export SDC_FILE = /design/flow/constraint.sdc
export NUM_CORES = 4
export LEC_CHECK = 1
export CORE_UTILIZATION = 40
```

## flow/constraint.sdc

```tcl
current_design alu_datapath

set clk_period 10.0
set clk_io_pct 0.2

create_clock -name clk0 -period $clk_period [get_ports {clk}]

set non_clock_inputs [all_inputs -no_clocks]
set_input_delay [expr $clk_period * $clk_io_pct] -clock clk0 $non_clock_inputs
set_output_delay [expr $clk_period * $clk_io_pct] -clock clk0 [all_outputs]
```

## flow/design.v

```verilog
module alu_datapath (
    input logic clk,
    input logic rst_n,
    input logic stall,
    input logic [1:0] state,
    input logic [3:0] opcode0, opcode1,
    input logic [31:0] src0a, src0b,
    input logic [31:0] src1a, src1b,
    output logic [31:0] result0, result1,
    output logic valid
);
    logic [3:0] op0_r, op1_r;
    logic [31:0] a0_r, b0_r, a1_r, b1_r;
    logic [31:0] alu0_y, alu1_y;
    alu_unit alu0 (.opcode(op0_r), .a(a0_r), .b(b0_r), .y(alu0_y));
    alu_unit alu1 (.opcode(op1_r), .a(a1_r), .b(b1_r), .y(alu1_y));
    always_ff @(posedge clk or negedge rst_n) begin
        if (!rst_n) begin
            valid <= 1'b0;
        end else if (!stall) begin
            case (state)
                2'b00: begin
                    op0_r <= opcode0;
                    op1_r <= opcode1;
                    a0_r  <= src0a;
                    b0_r  <= src0b;
                    a1_r  <= src1a;
                    b1_r  <= src1b;
                    valid <= 1'b0;
                end
                2'b10: begin
                    result0 <= alu0_y;
                    result1 <= alu1_y;
                end
                2'b11: valid <= 1'b1;
            endcase
        end
    end
endmodule
module alu_unit (
    input  logic [3:0] opcode,
    input  logic [31:0] a,
    input  logic [31:0] b,
    output logic [31:0] y
);
    always_comb begin
        case (opcode)
            4'h0: y = a + b;
            4'h1: y = a - b;
            4'h2: y = a & b;
            4'h3: y = a | b;
            4'h4: y = a ^ b;
            default: y = 32'h0;
        endcase
    end
endmodule
```

## flow/run.sh

```bash
#!/bin/bash
# OpenROAD 26Q1-2900-gdf79404cd8, Yosys 0.63+post, stock flow scripts
make -C /OpenROAD-flow-scripts/flow DESIGN_CONFIG=/design/flow/config.mk WORK_HOME=/design/flow/orfs finish
```

==> results.yml <==
# generated from flow reports
run_status:
  status: "finished clean"
timing:
  finalHoldWorstSlack_ns: 0.5272
  finalSetupViolCount: 0
  rsz0062_at_grt: "false"
  max_freq_ghz: 0.1956
  fin_skew_ns: 0.01080
  finalCritPeriodShare: 0.5112
  max_slew_margin: 0.4262
  final_max_slew_viol_count: 0
  min_period_ns: 5.112
  fin_tns_setup_ns: 0
  max_slew.worst_pin.slew_ns: 0.8586
  hold_viol: 0
worst_setup_path:
  critPathRequiredTime_ns: 10.24
  r2r_start: "op1_r[1]"
  crit_path_start: "op1_r[1]"
  critPathCaptureType: "register"
  crit_fanout: 20
  cp-start-kind: "register"
  arrival_ns: 5.35
  critPathKind: "reg -> reg"
place:
  port_buffers: 205
  place_inst: 1902
  dp_hpwl_um: 25890
  gp_congestion: 0.8981
drt:
  via_count: 10300
  antenna_left: 0
  antennaDiodeCount: 0
  first_pass_iters: 5
  wl_um: 34780
  drt_iter0_markers: 451
  wl_per_cell_um: 17.92
  drc: 0
  routed_via_density: 5.307
synthesis:
  avgSynthCellArea_sq_um: 10.88
  yosys-stat-cells: 1272
  ys_types: 68
  ys_warn_count: 2
  async_reset_ff_frac: 0.004975
  synth-edff-count: 200
  yosys_area_sq_mm: 0.01384
  synth-main-ff-cell: "edfxtp_1"
  synth_area_sq_mm: 0.01384
  ys_seq_share: 0.4358
  ys_ff: 201
  syn_inst: 1272
power_and_ir_drop:
  powerDensity_mw_per_mm2: 117.6
  vdd_drop_max_v: 0.0001144
  p_leak_nw: 7.020
  power_mw: 2.007
layout:
  utilization: 0.5052
  layout.cells.non_filler: 1941
  synthToLayoutAreaGrowth_pct: 23.32
  seq_area_sq_mm: 0.006031
  logic_area_sq_mm: 0.007131
  layout-drive-gt1-share: 0.04421
  mostFrequentLayoutCells: "clkdlybuf4s50_1 (205), edfxtp_1 (200), ha_1 (195)"
  layout_top_cell: "clkdlybuf4s50_1"
  fill_cells: 2983
clock_network:
  numCtsBuffers: 23
  clkLatencyLatePin_ns: 0.53
  clock_sinks: 201
  path_clk_slew_ns: 0.06
  post-cts-setup-buffer-count: 0
  clockBufferDepth: 3
  post_cts_resized: 0
  h-tree-depth: 1
  root_buffer: "clkbuf_16"
  cts_tree: "done"
  postCtsHoldBufs: 0
global_routing:
  gr-usage-all-layers: 0.2095
  grt_max_degree: 49
  grt_pass1_vias: 10280
  grt_first_pass_wirelength_um: 55120
  gr-total-overflow: 0
  antenna_found_initial: 0
floorplanning:
  die-area_sq_mm: 0.03535
  fp.dieH_um: 188.0
  fp.dieW_um: 188.0
  fp.coreArea_sq_mm: 0.03378
  fp-utilization: 0.4097
  ioPinCount: 206
  std_cell_rows: 67
min_path:
  min_path_type: "reg -> reg"
  min_from: "valid"
run:
  log.warning_count: 93
  maxCapViolations: 0
-- routing by layer --
layer	wire, um	track usage	vias up
li1	-	-	5164
met1	15110	0.2982	4789
met2	16530	0.3359	302
met3	2267	0.05459	46
met4	875	0.04378	0
met5	0	0	-
-- cells by family (layout without fill, tap and decap cells) --
logic type,count (synthesis),in the layout,synth area share
AND-OR/OR-AND,354,354,0.1785
multiplexers,4,4,0.002983
AND/OR/NAND/NOR,227,227,0.08318
XOR/XNOR,110,110,0.06961
buffers and inverters,179,400,0.05081
flip-flops,201,201,0.4358
adder cells (fa/ha/maj),197,197,0.1792
-- cell usage after synthesis (all sizes together), types with 12 or more instances --
cell type,instances,area (sq um)
edfxtp,200,6006
ha,195,2440
inv,140,525.5
xnor2,86,753.2
a21oi,61,305.3
nor2,59,229.0
nand2,57,221.5
o21ai,55,279.0
a22oi,45,337.8
o221ai,40,350.3
a21o,39,295.3
clkbuf,38,170.2
xor2,24,210.2
a31oi,22,137.6
o31ai,17,141.4
nor3,16,80.08
a221oi,14,122.6
nand3,14,70.07
nand4,13,81.33
nor2b,12,75.07
o211ai,12,90.09
-- critical path, stage by stage (launching register included) --
cell      delay, ns
edfxtp_1       0.45
nor3_1         0.55
nand2_1        0.69
o21ai_0        0.50
fa_1           0.25
nand2b_1       0.15
a21oi_1        0.11
o31a_1         0.30
a221oi_1       0.30
buf_4          0.18
nand3_1        0.12
a311oi_1       0.43
and3b_1        0.26
a31oi_1        0.20
xor2_1         0.19
o221ai_1       0.14
-- metrics by stage --
step	instance area (sq um)	setup slack [ns]
global placement	16420	4.952
detailed placement	16420	4.887
floorplan	13840	4.126
CTS	17070	4.846
finish	17070	4.888
global route	17070	4.480
-- final cells by class --
cell class                 count  share of cell area
clock inverter                14            0.003739
timing repair buffer         221              0.1273
multi-input combinational    892              0.4178
inverter                     140             0.03079
tap                          448             0.03284
sequential                   201              0.3534
clock buffer                  25             0.03416
-- path summary, 6_finish.rpt --
check | to | slack (ns) | cells after the start
worst max register to register | result1[30] | 4.89 | 15
worst min register to register | valid | 0.53 | 1
max in group asynchronous | valid | 8.23 | 1
worst min-delay path | valid | 0.53 | 1
min in group asynchronous | valid | 1.65 | 1
worst max-delay path | result1[30] | 4.89 | 15
-- flip-flops by register name (all words and copies together), names as in the netlist --
register,cells
a0_r,32
a1_r,32
b0_r,32
b1_r,32
op0_r,4
op1_r,4
result0,32
result1,32
valid,1
-- power breakdown --
group | internal [mW] | switching [mW]
clock | 0.415 | 0.327
sequential | 0.951 | 0.0203
combinational | 0.148 | 0.147
Power is estimated from default activity; no workload was simulated.
